**design/flow/design.v**
```verilog
module tree_hash
#(
    parameter IN_WIDTH = 40,
    parameter OUT_WIDTH = 8
)
(
    input logic unsigned [IN_WIDTH-1:0]      in_RnnH,  
    input logic unsigned [OUT_WIDTH-1:0]     mask_RnnH,  
    output logic unsigned [OUT_WIDTH-1:0]    out_RnnH    
);
    logic unsigned [31:0]   arr32_RnnH ;
    logic unsigned [15:0]   arr16_RnnH ;
    assign arr32_RnnH[7:0]   = in_RnnH[7:0]   ^ in_RnnH[15:8]  ;  
    assign arr32_RnnH[15:8]  = in_RnnH[15:8]  ^ in_RnnH[23:16] ;  
    assign arr32_RnnH[23:16] = in_RnnH[23:16] ^ in_RnnH[31:24] ;  
    assign arr32_RnnH[31:24] = in_RnnH[31:24] ^ in_RnnH[39:32] ;  
    assign arr16_RnnH[7:0] = arr32_RnnH[7:0] ^ arr32_RnnH[23:16] ;  
    assign arr16_RnnH[15:8] = arr32_RnnH[15:8] ^ arr32_RnnH[31:24] ;  
    assign out_RnnH[OUT_WIDTH-1:0] = ( arr16_RnnH[7:0] ^ arr16_RnnH[15:8] ) & mask_RnnH[7:0] ;
endmodule
```
**design/flow/run.sh**
```bash
#!/bin/bash
# OpenROAD 26Q1-2900-gdf79404cd8, Yosys 0.63+post, stock flow scripts
make -C /OpenROAD-flow-scripts/flow DESIGN_CONFIG=/design/flow/config.mk WORK_HOME=/design/flow/orfs finish
```
**design/flow/config.mk**
```make
export PLATFORM = sky130hd
export DESIGN_NAME = tree_hash
export DESIGN_NICKNAME = tree_hash
export VERILOG_FILES = /design/flow/design.v
export SDC_FILE = /design/flow/constraint.sdc
export NUM_CORES = 4
export LEC_CHECK = 1
export CORE_AREA = 10 10 70 70
export DIE_AREA = 0 0 80 80
```
**design/flow/constraint.sdc**
```tcl
current_design tree_hash

set clk_period 1.0
set clk_io_pct 0.2

create_clock -name clk0 -period $clk_period

set non_clock_inputs [all_inputs -no_clocks]
set_input_delay [expr $clk_period * $clk_io_pct] -clock clk0 $non_clock_inputs
set_output_delay [expr $clk_period * $clk_io_pct] -clock clk0 [all_outputs]
```
==> reports/results.tsv <==
metric	value	unit
ys_chip_area	120	sq um
fillCellCount	404	
p_int	85.6	uW
status	complete, no violations	
grt_first_pass_wirelength	1.10	mm
power_density	288	nW/um^2
post-cts-setup-buffers	0	
top_area_cell	xor2_1	
p_seq_share	0	%
hold_path_depth	3	
clock_buffers	0	
rows	21	
crit_arrival	0.75	ns
grt_use_total	2.01	%
p_sw_share	26.3	%
drv_slew	0	
ys_seq_share	0	%
drv_cap	0	
path_class	input pin to output pin	
routed_wl	756	microns
dp_slack	-0.645	ns
syn_inst	16	
period_needed	0.954	ns
drc	0	
place_congestion	0.763	
die.size.y	80	microns
ant_nets	0	
chip_area	6400	sq um
yosys.area.top_type_share	58.3	%
place_area	498	sq um
drive_gt1_share	35.4	%
cp_cell_sequence	clkdlybuf4s15_1, xor2_1, and2_1, buf_2	
syn_area	120	sq um
hold_start	mask_RnnH[1]	
n_antenna_cell	0	
fp_util	3.52	%
syn_to_final_growth	235	%
worst_slew_pin_slew	0.108	ns
dr.first_iter.drc_count	0	
fin_tns_setup	0	ns
port_buffers	32	
rsz0062_at_grt	false	
avgViaCountPerCell	2.28	
hold_end	out_RnnH[1]	
yosysUniqueCellTypes	2	
yosysWarnings	0	
finalSetupViolCount	0	
cp.required	0.80	ns
antenna_found_initial	0	
slew_headroom	92.8	%
grt_overflow_total	0	
grt_max_degree	2	
warnings	56	
drt-wirelength-per-cell	8.04	microns
final_area	403	sq um
fmax	1050	MHz
drt_first_pass_iters	1	
core_area	3420	sq um
slowest_stage	clkdlybuf4s15_1	
yosys_cells	16	
power_frac_comb	100.0	%
route.vias.total	214	
hold_class	input pin to output pin	
area_leaders	xor2_1 (58%), and2_1 (42%)	
cellLeakagePower	0.204	nW
total_power	116	uW
critPathLaunch	in_RnnH[39]	
hold_violations	0	
period_used_share	95.4	%
io_pins	56	
start_kind	input pin	
fin_ws	0.0459	ns
flop_area	0	sq um
grt_pass1_vias	234	
ir_worst_vdd	0.0000503	V
share_clk_of_total_power	0	%
syn_area_per_cell	7.51	sq um
cp_slowest_stage_delay	0.17	ns
switching_power	30.5	uW
top_cells_by_count	and2_1 (8), xor2_1 (8)	
mi_logic_area	120	sq um
die_w	80	microns
critPathCaptureType	output pin	
critical_path.max_fanout	1	
ff_count	0	
==> cells by family after synthesis <==
group,count (synthesis),share of synthesized area (%)
xor gates and xnor gates,8,58.3
and+or+nand+nor,8,41.7
==> power groups by stage <==
stage,registers (mW),clock network (mW),logic [mW]
CTS,0,0,0.128
global route,0,0,0.132
finish,0,0,0.116
==> stage by stage <==
step                instances  hold WS, ns  util [%]
global route               94        0.790      11.8
finish                     94        0.765      11.8
floorplan                  16        0.472         -
CTS                        94        0.776      12.9
detailed placement         94         1.31      14.6
global placement           94         1.32      14.6
==> how the worst max path moves through the flow <==
stage / to / cells past startpoint
6_report: out_RnnH[7] / 4
5_1_grt: out_RnnH[7] / 4
4_1_cts: out_RnnH[1] / 4
==> worst max-delay path: cells and delay by family <==
family                 cells  cell delay (ns)
AND/OR/NAND/NOR            1             0.14
buffers and inverters      2             0.28
XOR/XNOR                   1             0.13
==> final cells by class <==
cell class                      instances  area share, %
Timing Repair Buffer                   32           55.9
Multi-Input combinational cell         16           29.8
Tap cell                               46           14.3
==> per-layer routing <==
| metal | GRT usage (%) | routed length [microns] | up-vias |
|---|---|---|---|
| met4 | 0 | 0 | 0 |
| met5 | 0 | 0 | - |
| li1 | - | - | 112 |
| met2 | 3.13 | 284 | 22 |
| met1 | 2.37 | 315 | 80 |
| met3 | 1.36 | 156 | 0 |
==> what timing repair did <==
action	4_1_cts	5_1_grt
resized	64	10
gates cloned	0	0
pin swaps	16	9
hold buffers	0	0
setup endpoints to repair	8	6
==> layout by cell type, fill, tap and decap left out, drive strengths merged <==
master	n
and2	8
buf	9
xor2	8
clkdlybuf4s15	7
clkbuf	8
dlygate4sd2	8
Power is estimated from default activity; no workload was simulated.
